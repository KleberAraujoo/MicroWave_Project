<file path="design/flow/config.mk">
export PLATFORM = sky130hd
export DESIGN_NAME = controler
export DESIGN_NICKNAME = controler
export VERILOG_FILES = /design/flow/design.v
export SDC_FILE = /design/flow/constraint.sdc
export NUM_CORES = 4
export LEC_CHECK = 1
export CORE_UTILIZATION = 50
</file>
<file path="design/flow/constraint.sdc">
current_design controler

set clk_period 4.1
set clk_io_pct 0.2

create_clock -name clk0 -period $clk_period [get_ports {clock}]

set non_clock_inputs [all_inputs -no_clocks]
set_input_delay [expr $clk_period * $clk_io_pct] -clock clk0 $non_clock_inputs
set_output_delay [expr $clk_period * $clk_io_pct] -clock clk0 [all_outputs]
</file>
<file path="design/flow/design.v">
module controler(input wire startn, stopn, clearn, door_closed, clock, input wire [9:0] keypad,
                                            output wire mag_on, output wire[6:0] sec_ones_segs, sec_tens_segs, mins_segs);
    wire[3:0] data, sec_ones, sec_tens, mins;
    wire loadn, pgt_1Hz, timer_done; 
    wire saida_controle;
    assign mag_on = saida_controle;
    mag_control DUT1(.startn(startn), .stopn(stopn), .clearn(clearn), .door_closed(door_closed), .mag_on(saida_controle), .timer_done(timer_done));
    encoder DUT2(.keypad(keypad), .enablen(saida_controle), .clk(clock), .D(data), .loadn(loadn), .pgt_1Hz(pgt_1Hz));
    timer DUT3(.loadn(loadn), .clrn(clearn), .clock(pgt_1Hz), .en(saida_controle), .data(data), .zero(timer_done),.sec_ones(sec_ones), .sec_tens(sec_tens), .mins(mins));
    seg7_driver DUT4(.sec_ones(sec_ones), .sec_tens(sec_tens), .mins(mins), .sec_ones_segs(sec_ones_segs), .sec_tens_segs(sec_tens_segs), .mins_segs(mins_segs));
endmodule
module encoder (keypad, enablen, clk, D, loadn, pgt_1Hz);
    input wire[9:0] keypad;
    input wire enablen, clk;
    output [3:0] D;
    output wire loadn;
    output pgt_1Hz;
    wire clk_1Hz, single_edge;
       encoder_dec_bcd encoder_dec_bcd(keypad, enablen, D, loadn);
       counterdiv100 counterdiv100(clk, clk_1Hz);
       counter0_7 counter0_7(clk, loadn, single_edge);
       mux mux(enablen, single_edge, clk_1Hz, pgt_1Hz);
endmodule
module mag_control (input wire startn, stopn, clearn, door_closed, timer_done,
                            output wire mag_on);
wire set, reset;
on_off_logic DUT1(.startn(startn), .stopn(stopn), .clearn(clearn), .door_closed(door_closed),
                        .timer_done(timer_done), .set(set), .reset(reset));
latch_sr DUT2(.set(set), .reset(reset), .mag_on(mag_on));
endmodule
module counter0_7(
    input wire clock,
    input wire clear,
    output wire counter0_7
);
    reg [2:0] counter;
    initial counter = 0;
    always @(posedge clock or posedge clear) begin
        if (clear) begin
            counter <= 0;
        end else if (counter < 7) begin
            counter <= counter + 1;
        end
    end
    assign counter0_7 = (counter >= 4);
endmodule
module counterdiv100 (input wire clk,
                    output reg clk_1Hz);
    reg [25:0] Q = 0;
    initial clk_1Hz = 0;
    always @(posedge clk)
        if (Q == 25000000) begin
            clk_1Hz <= ~clk_1Hz;
            Q <= 0;
        end else
            Q <= Q+1;
endmodule
module countermod10 (input wire loadn, clrn, clock, enable, input wire [3:0] data,
                        output wire tc, zero, output reg [3:0] ones);
    initial ones = 0;
    assign zero = (ones == 0)? 1:0;
    assign tc = enable && zero;
    always@(posedge clock, negedge clrn) begin
		  if(clrn == 0)
				ones = 0;
		  else
			begin
			  if(enable == 1)
					if(ones == 0)
						 ones <= 9;
					else
						 ones <= ones -1;
			  else
					begin
						 if(loadn == 0)
							  ones <= data;
					end
			end
    end
endmodule
module countermod6 (input wire loadn, clrn, clock, enable, input wire [3:0] data,
                        output wire tc, zero, output reg [3:0] tens);
    initial tens = 0;
    assign zero = (tens == 0)? 1:0;
    assign tc = enable && zero;
    always@(posedge clock,  negedge clrn) begin
		  if(clrn == 0)
				tens = 0;
		  else
		   begin
			  if(enable == 1)
					if(tens == 0)
						 tens <= 5;
					else
						 tens <= tens -1;
			  else
					begin
						 if(loadn == 0)
							  tens <= data;
					end
			end
    end
endmodule
module encoder_dec_bcd  (keypad, enablen, D, valid);
    input wire[9:0] keypad;
    input wire enablen;
    output reg[3:0] D;
    output wire valid;
    initial D = 4'hF;
    always @(keypad)
        if (!enablen)
            D = (keypad == 10'b0000000001)? 0:
                (keypad == 10'b0000000010)? 1:
                (keypad == 10'b0000000100)? 2:
                (keypad == 10'b0000001000)? 3:
                (keypad == 10'b0000010000)? 4:
                (keypad == 10'b0000100000)? 5:
                (keypad == 10'b0001000000)? 6:
                (keypad == 10'b0010000000)? 7:
                (keypad == 10'b0100000000)? 8:
                (keypad == 10'b1000000000)? 9:
                4'hF;
    assign valid = (enablen |
                    D == 4'hF);
endmodule
module latch_sr (input wire set, reset, output reg mag_on);
    always @(set or reset) begin
        if(set == 0 && reset == 1)
            mag_on <= 0;
        else if(set == 1 && reset == 0)
            mag_on <= 1;
        else if(set == 0 && reset == 0)
            mag_on <= mag_on;
    end
endmodule
module mux(
  input wire sel,
  input wire non_recycling_counter_output,
  input wire clk_1Hz,
  output reg pgt_1Hz
);
  always @* begin
    pgt_1Hz = (sel == 0) ? non_recycling_counter_output : clk_1Hz;
  end
endmodule
module on_off_logic (input wire startn, stopn, clearn, door_closed, timer_done,
                        output wire set, reset);
    assign set = !startn && door_closed && !timer_done;
    assign reset = !stopn | !clearn | !door_closed | timer_done;
endmodule
module seg7_driver (input wire [3:0] sec_ones, sec_tens, mins,
                                    output wire [6:0] sec_ones_segs, sec_tens_segs, mins_segs);
    assign sec_ones_segs = 
      (sec_ones == 4'b0000) ? 7'b000_0001 : 
      (sec_ones == 4'b0001) ? 7'b100_1111 :
      (sec_ones == 4'b0010) ? 7'b001_0010 :
      (sec_ones == 4'b0011) ? 7'b000_0110 :
      (sec_ones == 4'b0100) ? 7'b100_1100 :
      (sec_ones == 4'b0101) ? 7'b010_0100 :
      (sec_ones == 4'b0110) ? 7'b010_0000 :
      (sec_ones == 4'b0111) ? 7'b000_1111 :
      (sec_ones == 4'b1000) ? 7'b000_0000 :
      (sec_ones == 4'b1001) ? 7'b000_0100 :
      7'b000_0001;
        assign sec_tens_segs = 
      (sec_tens == 4'b0000) ? 7'b000_0001 : 
      (sec_tens == 4'b0001) ? 7'b100_1111 :
      (sec_tens == 4'b0010) ? 7'b001_0010 :
      (sec_tens == 4'b0011) ? 7'b000_0110 :
      (sec_tens == 4'b0100) ? 7'b100_1100 :
      (sec_tens == 4'b0101) ? 7'b010_0100 :
      (sec_tens == 4'b0110) ? 7'b010_0000 :
      (sec_tens == 4'b0111) ? 7'b000_1111 :
      (sec_tens == 4'b1000) ? 7'b000_0000 :
      (sec_tens == 4'b1001) ? 7'b000_0100 :
      7'b000_0001;
    assign mins_segs = 
      (mins == 4'b0000) ? 7'b000_0001 : 
      (mins == 4'b0001) ? 7'b100_1111 :
      (mins == 4'b0010) ? 7'b001_0010 :
      (mins == 4'b0011) ? 7'b000_0110 :
      (mins == 4'b0100) ? 7'b100_1100 :
      (mins == 4'b0101) ? 7'b010_0100 :
      (mins == 4'b0110) ? 7'b010_0000 :
      (mins == 4'b0111) ? 7'b000_1111 :
      (mins == 4'b1000) ? 7'b000_0000 :
      (mins == 4'b1001) ? 7'b000_0100 :
      7'b000_0001;
endmodule
module timer (input wire  loadn, clrn, clock, en, input wire[3:0] data,
                          output wire zero, output wire [3:0] sec_ones, sec_tens, mins);
    wire zero1, zero2, zero3;
    wire tc1, tc2, tc3;
    countermod10 DUT1(.loadn(loadn), .clrn(clrn), .clock(clock), .enable(en), .data(data), .tc(tc1), .zero(zero1), .ones(sec_ones));
    countermod6 DUT2(.loadn(loadn), .clrn(clrn), .clock(clock), .enable(tc1), .data(sec_ones), .tens(sec_tens), .tc(tc2), .zero(zero2));
    countermod10 DUT3(.loadn(loadn), .clrn(clrn), .clock(clock), .enable(tc2), .data(sec_tens), .tc(tc3), .zero(zero3), .ones(mins));
    assign zero = zero1 && zero2 && zero3;
endmodule
</file>
<file path="design/flow/run.sh">
#!/bin/bash
# OpenROAD 26Q1-2900-gdf79404cd8, Yosys 0.63+post, stock flow scripts
make -C /OpenROAD-flow-scripts/flow DESIGN_CONFIG=/design/flow/config.mk WORK_HOME=/design/flow/orfs finish
</file>
==> results.yml <==
# yosys + openroad results
run_status:
  outcome: "complete, no violations"
cells_and_area:
  fin_area_um2: 3270
  fillers: 467
  drive_above_1_share_pct: 6.03
  areaGrowthSynthToFinish_pct: 17.1
placed_design:
  dp_hpwl_um: 4050
  postPlaceCellArea_um2: 3170
  io_buffers: 36
  globalplace.congestion: 0.823
  dp_slack_ns: 2.33
final_timing:
  setup_slack_ns: 2.30
  final_max_slew_viol_count: 0
  untimed_endpoints: 39
  fmax_mhz: 554
  max-slew-margin-rel_pct: 38.0
  unclocked_pins: 17
  grt_setup_unrepaired: "no"
  hold_viol_final: 0
  finalClockSkew_ns: 0.00428
  finalSetupTns_ns: 0
  tightest_slew_ns: 0.917
  fin_crit_ns: 1.80
  setup_viol: 0
  fin_crit_sh_pct: 44.0
route:
  drt-pass1-iter-count: 5
  finalWirelength_um: 5500
  diodes: 0
  viasPerCell: 5.63
  ant_nets: 0
  wl_per_cell_um: 12.7
  vias: 2450
  drt_iter0_markers: 89
  drt_drc_violations_left: 0
die:
  io_pins: 37
  row_count: 26
  dieArea_um2: 5890
  fp_util_pct: 53.3
  core_um2: 5240
  fp.dieW_um: 76.8
  die_y_um: 76.8
yosys:
  synthTopCellsByArea: "dfxtp_1, dfrtp_1, xnor2_1"
  edf_count: 1
  ys_area_um2: 2790
  ys_warn_count: 7
  syn_area_um2: 2790
  avgSynthCellArea_um2: 8.27
  yosys.area.top_type: "dfxtp_1"
  synth_flops: 47
  flop_cell: "dfxtp_1"
  synth_stat.cells: 338
  ys_types: 64
  async_reset_ff_share_pct: 31.9
  top_area_share_pct: 18.6
  netlist_instances: 338
pwr:
  swShare_pct: 22.0
  max-vdd-ir-drop_v: 0.000260
  power.share.clock_pct: 39.6
  pwr-share-seq_pct: 48.7
  p_per_area_nw_per_um2: 196
  power_mw: 0.643
  leakagePower_nw: 1.25
  p_sw_mw: 0.141
  intPower_mw: 0.501
  p_comb_share_pct: 11.7
run:
  drv_cap: 0
  warning_count: 31
global_route:
  grt_max_degree: 18
  grt_usage_pct: 20.6
  overflow: 0
  antenna_found_initial: 0
  grt_pass1_vias: 2211
  grt_pass1_wl_um: 9970
clock_tree:
  ctsHtreeMaxLevel: 2
  root_buffer: "clkbuf_8"
  clockBufferDepth: 2
  cts-resized-gates: 0
  path_clk_slew_ns: 0.06
  numCtsBuffers: 5
  ctsHoldBuffers: 0
  cts_tree: "done"
  worstSkewPairLatency_ns: 0.27
  cts_setup_buffers: 0
hold_path:
  hp-class: "reg -> reg"
  holdPathStages: 1
critical_path:
  slowest_stage: "or4_4"
  endpoint_kind: "flip-flop"
  reg2regPathDepth: 5
  slowest_delay_ns: 0.53
  crit_type: "reg -> reg"
  cp_cell_sequence: "ha_1, nand3_2, or2_1, or4_4, a21oi_2"
  required_ns: 4.31
  crit_fanout: 10
  start_kind: "flip-flop"
  arrival_ns: 2.02
  rrSetupSlack_ns: 2.30
## path summary, 6_finish.rpt
check                                 startpoint                                  end
max           DUT2.counterdiv100.Q[0]$_SDFF_PN0_  DUT2.counterdiv100.Q[24]$_SDFF_PN0_
min          DUT2.counterdiv100.Q[20]$_SDFF_PN0_  DUT2.counterdiv100.Q[20]$_SDFF_PN0_
min reg2reg  DUT2.counterdiv100.Q[20]$_SDFF_PN0_  DUT2.counterdiv100.Q[20]$_SDFF_PN0_
max reg2reg   DUT2.counterdiv100.Q[0]$_SDFF_PN0_  DUT2.counterdiv100.Q[24]$_SDFF_PN0_
## flip-flops by register name, summed over array words and instances (netlist names)
signal / count
DUT3.DUT1.ones: 4
DUT2.counterdiv100.clk_1Hz: 1
DUT2.counterdiv100.Q: 26
DUT3.DUT2.tens: 4
DUT2.counter0_7.counter: 3
DUT1.DUT2.mag_on: 1
DUT2.encoder_dec_bcd.D: 4
DUT3.DUT3.ones: 4
## power by group through the flow
stage	Sequential [mW]	Clock, mW	Combinational (mW)
CTS	0.313	0.263	0.0758
global route	0.314	0.275	0.0856
finish	0.313	0.254	0.0753
## routing by layer
layer | wire length [um] | track usage [%] | vias to the layer above
met5 | 0 | 0 | -
met4 | 53 | 2.50 | 0
met3 | 180 | 1.81 | 6
met2 | 2480 | 32.2 | 41
met1 | 2790 | 33.0 | 1124
li1 | - | - | 1279
## synth_stat cells (8+ instances only)
| library cell | count |
|---|---|
| dfxtp_1 | 26 |
| nor3_1 | 16 |
| nor4_1 | 13 |
| xnor2_1 | 17 |
| dfrtp_1 | 15 |
| ha_1 | 8 |
| nand3_1 | 12 |
| nand2_1 | 21 |
| inv_1 | 15 |
| clkbuf_1 | 14 |
| a21oi_1 | 28 |
| xor2_1 | 9 |
| nor2_1 | 31 |
| o21ai_0 | 23 |
## stage by stage
step,util (%),hold slack (ns),cells
2_1_floorplan,-,0.423,338
3_3_place_gp,60.5,0.446,427
3_5_place_dp,60.5,0.450,427
4_1_cts,62.4,0.459,435
5_1_grt,62.4,0.484,435
6_report,62.4,0.451,435
## kinds of logic after synthesis
kind of cell | share of synthesized area, %
AND/OR/NAND/NOR | 28.3
AND-OR/OR-AND | 17.0
flip-flops | 33.1
buffers and inverters | 5.02
XOR/XNOR | 8.15
adder cells (fa/ha/maj) | 3.58
multiplexers | 2.19
latches | 2.69
## final cells by class
type                    instances  area, um2  area share (%)
well taps                      70       87.6            2.68
inverters                      16       60.1            1.84
repair buffers                 37        368            11.2
flip-flops and latches         47       1000            30.6
clock buffers                   8        101            3.10
multi-input cells             257       1650            50.5
## layout by cell type, fill, tap and decap left out, drive strengths merged, types with 13 or more instances in the layout
master,instances
a21oi,29
inv,16
dfrtp,15
nor2,31
nand2,21
nor3,16
o21ai,23
clkdlybuf4s50,36
dfxtp,26
nor4,13
nand3,13
xnor2,17
## critical path: cells and delay by family (launching register included)
family / cells / cell delay, ns
simple gates: 3 / 1.00
compound gates: 1 / 0.14
flops: 1 / 0.36
fa+ha+maj: 1 / 0.26
Power is estimated from default activity; no workload was simulated.
